### flow/config.mk
export PLATFORM = sky130hd
export DESIGN_NAME = four_bit_adder
export DESIGN_NICKNAME = four_bit_adder
export VERILOG_FILES = /design/flow/design.v
export SDC_FILE = /design/flow/constraint.sdc
export NUM_CORES = 4
export LEC_CHECK = 1
export CORE_AREA = 10 10 70 70
export DIE_AREA = 0 0 80 80
### flow/constraint.sdc
current_design four_bit_adder

set clk_period 3.0
set clk_io_pct 0.2

create_clock -name clk0 -period $clk_period

set non_clock_inputs [all_inputs -no_clocks]
set_input_delay [expr $clk_period * $clk_io_pct] -clock clk0 $non_clock_inputs
set_output_delay [expr $clk_period * $clk_io_pct] -clock clk0 [all_outputs]
### flow/design.v
module  mini_adder(
    input A,
    input B,
    input CIN,
    output S,
    output COUT 
    );
    assign S = A^B^CIN;
    assign COUT = (A&B)|(CIN&(A^B)) ;
endmodule
module four_bit_adder(
    input [3:0]A,
    input [3:0]B,
    input C0,
    output [3:0]S,
    output C4
    );
    wire C1,C2,C3;
    mini_adder fa0 (A[0],B[0],C0,S[0],C1);
    mini_adder fa1 (A[1],B[1],C1,S[1],C2);
    mini_adder fa2 (A[2],B[2],C2,S[2],C3);
    mini_adder fa3 (A[3],B[3],C3,S[3],C4);
endmodule
module test_4_bit;
    reg [3:0] A;
    reg [3:0] B;
    reg C0;
    wire [3:0] S;
    wire C4;
    four_bit_adder uut(
        .A(A),
        .B(B),
        .C0(C0),
        .S(S),
        .C4(C4)
    );
    initial begin
    A = 4'b0011; B = 4'b0011; C0 = 1'b0; #100;
    A = 4'b1011; B = 4'b0111; C0 = 1'b1; #100;
    A = 4'b1111; B = 4'b1111; C0 = 1'b1; #100;
    end
endmodule    
### flow/run.sh
#!/bin/bash
# OpenROAD 26Q1-2900-gdf79404cd8, Yosys 0.63+post, stock flow scripts
make -C /OpenROAD-flow-scripts/flow DESIGN_CONFIG=/design/flow/config.mk WORK_HOME=/design/flow/orfs finish
==> impl_metrics.py <==
# Flow results
metrics = {
    "route": {
        "ant_nets": 0,
        "firstDrtPassIters": 1,
        "routedWlPerCell_um": 5.39,
        "drtIter0Drc": 0,
        "antenna-diode-count": 0,
        "via_count": 114,
        "drc": 0,
        "routed_wl_um": 399,
        "route.detailed.vias_per_inst": 1.54,
    },
    "worst_setup_path": {
        "arrival_ns": 2.25,
        "slowest_stage": "fa_1",
        "critPathLaunchType": "input port",
        "crit_fanout": 1,
        "endpoint_kind": "output pin",
        "cp_cell_sequence": "buf_2 > inv_2 > fa_2 > inv_2 > fa_2 > fa_2 > inv_2 > fa_1 > inv_1 > buf_2",
        "critical_path_class": "in2out",
        "required_ns": 2.40,
        "cpPeakStageDelay_ns": 0.39,
    },
    "cells_and_area": {
        "regArea_sq_um": 0,
        "drive_gt1_share_pct": 39.3,
        "fin_util_pct": 8.83,
        "mi_logic_area_sq_um": 87.6,
        "final_area_sq_um": 302,
        "fill_cells": 409,
        "flops": 0,
        "areaGrowthSynthToFinish_pct": 104,
        "finalNonFillerCells": 74,
        "clock_buffers": 0,
    },
    "timing": {
        "max_slew_margin_pct": 93.2,
        "hold_slack_ns": 1.95,
        "tightest_slew_ns": 0.101,
        "final-hold-violation-count": 0,
        "setup-tns-final_ns": 0,
        "setup_slack_ns": 0.147,
        "rsz0062_at_grt": "no",
        "fmax_mhz": 350,
        "min_period_over_period_pct": 95.1,
        "setup_viol": 0,
        "slew_viol_final": 0,
        "fin_crit_ns": 2.85,
    },
    "power": {
        "total_power_uw": 41.4,
        "p_sw_share_pct": 34.0,
        "power_frac_comb_pct": 100.0,
        "p_sw_uw": 14.0,
        "clockPowerShare_pct": 0,
        "p_int_uw": 27.3,
        "irDropWorstVdd_uv": 29.6,
        "p_per_area_mw_per_mm2": 137,
        "seq_power_share_pct": 0,
        "p_leak_nw": 0.144,
    },
    "die": {
        "fp.dieW_um": 80,
        "ios": 14,
        "dieHeight_um": 80,
        "num_rows": 21,
        "die_area_sq_mm": 0.00640,
        "coreArea_sq_mm": 0.00342,
        "fp_util_pct": 4.32,
    },
    "flow_run": {
        "tool_warnings": 32,
        "maxCapViolCount": 0,
    },
    "placed_design": {
        "dp_hpwl_um": 399,
        "dpl_worst_slack_ns": -0.678,
        "gp_congestion": 0.818,
        "dpl_cell_area_sq_um": 315,
        "io_buffers": 14,
        "dp.cells": 74,
    },
    "synthesis": {
        "netlist_area_sq_um": 148,
        "ys_area_sq_um": 148,
        "netlist_instances": 18,
        "synth.distinct_cells": 3,
        "yosysWarnings": 0,
        "yosys_cells": 18,
        "syn_area_per_cell_sq_um": 8.20,
        "synth_seq_share_pct": 0,
    },
    "global_route": {
        "antenna_found_initial": 0,
        "grt_pass1_wl_um": 641,
        "grtUsageTotal_pct": 1.25,
        "gr-total-overflow": 0,
        "grt_max_degree": 2,
        "grt_pass1_vias": 132,
    },
    "worst_hold_path": {
        "holdCritPathClass": "in2out",
    },
    "clocking": {
        "cts_hold_buf": 0,
        "cts_setup_buffers": 0,
    },
    "run_status": {
        "status": "finished clean",
    },
}
[routing by layer]
metal | global-route usage, % | up-vias | wire length [um]
met2 | 1.12 | 14 | 67
met1 | 1.47 | 40 | 156
met3 | 2.05 | 0 | 175
met5 | 0 | - | 0
li1 | - | 60 | -
met4 | 0 | 0 | 0
[cell usage after synthesis]
| library cell | n | area share, % |
|---|---|---|
| buf_4 | 4 | 20 |
| fa_1 | 4 | 54 |
| inv_1 | 10 | 25 |
[area by class of cell]
| cell class | count | area share [%] |
|---|---|---|
| repair buffers | 14 | 39.4 |
| multi-input cells | 4 | 29.0 |
| well taps | 46 | 19.1 |
| inverters | 10 | 12.4 |
[cell families after synthesis]
family,Yosys count,share of synthesized area [%]
adder cells (fa/ha/maj),4,54.2
buffers and inverters,14,45.8
[layout by cell type, fill, tap and decap left out]
| cell type | netlist | routed |
|---|---|---|
| fa_2 | 0 | 3 |
| fa_1 | 4 | 1 |
| dlygate4sd2_1 | 0 | 3 |
| inv_1 | 10 | 6 |
| clkdlybuf4s50_1 | 0 | 6 |
| inv_2 | 0 | 4 |
| dlymetal6s2s_1 | 0 | 1 |
| buf_2 | 0 | 4 |
[path summary, 6_finish.rpt]
check,start,end,slack [ns],cells past startpoint
setup / recovery,A[0],S[3],0.15,10
hold / removal,B[3],S[3],1.95,5
[critical path, delay by kind of cell]
family	cells	cell delay, ns
fa+ha+maj	4	1.26
buf+inv	6	0.38
[power by group through the flow]
stage,clock [mW],sequential (mW),combinational [mW]
4_1_cts,0,0,0.0435
5_1_grt,0,0,0.0506
6_report,0,0,0.0414
[timing repair]
action                                  CTS  global route
gates resized                            22             1
pin swaps                                 4             3
endpoints found under the setup margin    4             1
Power and IR drop assume default switching activity.
