==> flow/design.v <==
module first_counter(clock ,reset , enable , counter_out);
input clock ;
input reset ;
input enable ;
output [2:0] counter_out ;
wire clock ;
wire reset ;
wire enable ;
reg [2:0] counter_out ;
always @ (posedge clock)
begin : COUNTER 
    if (reset == 1'b1) begin
        counter_out <= #1 3'b000;
    end
    else if (enable == 1'b1) begin
        counter_out <= #1 counter_out + 1;
    end
end 
endmodule 
==> flow/run.sh <==
#!/bin/bash
# OpenROAD 26Q1-2900-gdf79404cd8, Yosys 0.63+post, stock flow scripts
make -C /OpenROAD-flow-scripts/flow DESIGN_CONFIG=/design/flow/config.mk WORK_HOME=/design/flow/orfs finish
==> flow/config.mk <==
export PLATFORM = sky130hd
export DESIGN_NAME = first_counter
export DESIGN_NICKNAME = first_counter
export VERILOG_FILES = /design/flow/design.v
export SDC_FILE = /design/flow/constraint.sdc
export NUM_CORES = 4
export LEC_CHECK = 1
export CORE_AREA = 10 10 70 70
export DIE_AREA = 0 0 80 80
==> flow/constraint.sdc <==
current_design first_counter

set clk_period 1.5
set clk_io_pct 0.2

create_clock -name clk0 -period $clk_period [get_ports {clock}]

set non_clock_inputs [all_inputs -no_clocks]
set_input_delay [expr $clk_period * $clk_io_pct] -clock clk0 $non_clock_inputs
set_output_delay [expr $clk_period * $clk_io_pct] -clock clk0 [all_outputs]
==> reports/results.ini <==
[cts]
clockBufferDepth=2
htree_levels=1
cts_made_buffers=3
cts-root-buf=clkbuf_4
cts_tree=built
post_cts_buffers=0
cts_resized=0
clkLatencyLatePin_ns=0.23
clkSinkCount=3
cts_hold_buf=0
path_clk_slew_ns=0.04

[global_routing]
overflow=0
top_usage_layer=met3
grt.met2_usage_pct=1.28
grt_usage_pct=1.09
antenna_found_initial=1
grt_max_degree=5
grt_pass1_vias=109
met1_usage_pct=0.732
use_met3_pct=1.82
grt_pass1_wl_um=462

[final_timing]
tightest_slew_ns=0.145
fin_skew_ns=0.000432
setup_ws_ns=0.124
final-hold-violation-count=0
tns_ns=0
period_used_pct=91.7
setup_violations=0
period_minus_slack_ns=1.38
slew_viol_final=0
timing.fmax_ghz=0.727
rsz0062_at_grt=no
slew-limit-headroom_pct=90.1

[flow_run]
warnings=25
drv_cap=0

[placement]
port-buffer-count=5
gp_congestion=0.706
post-place-ws_ns=0.273
placed_cell_area_sq_um=229

[detailed_routing]
num_vias=107
dr.first_iter.drc_count=1
routed_wl_um=352
first_pass_iters=2
ant_nets=0
via_per_inst=1.60
wire_per_inst_um=5.25
drc=0

[pwr]
powerDensity_mw_per_mm2=1020
comb_power_share_pct=12.0
swShare_pct=21.0
p_leak_nw=0.0852
clkPwrFrac_pct=53.4
power_frac_seq_pct=34.6
vdd_ir_drop_max_uv=125
p_switching_mw=0.0551
internal-power_mw=0.207

[floorplan]
dieWidth_um=80
die_y_um=80
fp_util_pct=3.55
row_count=21
coreArea_sq_mm=0.00342
dieArea_sq_mm=0.00640
io_pins=6

[logic_synthesis]
synth_cell_types=8
syn_area_per_cell_sq_um=11.0
top_area_share_pct=49.5
synthArstFlopShare_pct=0
ys_cells=11
synth-edff-count=0
seq_area_frac_synth_pct=49.5
yosys_area_sq_um=121
ys.flop_type=dfxtp_1
syn_inst=11
top_cells_by_area=dfxtp_1 49%, ha_1 10%, a21bo_2 8.2%
top_cells_by_count=3 x dfxtp_1, 2 x nor2_1
top_area_cell=dfxtp_1
synth_top_cell_by_count=dfxtp_1
syn-cell-area_sq_um=121
yosys_warnings=1
ys_ff=3

[layout]
drive_gt1_share_pct=20.0
area_delta_synth_final_pct=112
reg_top3=counter_out: 3 flops
fin_area_sq_um=258
largest_register_ffs=3
largest_register=counter_out

[worst_hold_path]
hp-class=reg -> reg

[critical_path]
cp_max_fo=3
end_kind=output pin
arrival_ns=1.08
path_buffers=1
cpLargestDelayFamily=buffers and inverters
path_cells=clkdlybuf4s50_1
required_ns=1.20
crit_type=reg -> out
crit_path_start_kind=flop
cp_slowest_stage_delay_ns=0.49
critPathSlowestCell=clkdlybuf4s50_1

[outcome]
outcome=finished clean

==> through the flow <==
step	std cells	hold WS, ns	power [mW]	utilization, %
final	67	0.549	0.262	7.55
after global routing	67	0.574	0.279	7.55
after CTS	66	0.547	0.273	7.47
after detailed placement	62	0.534	0.123	6.70
after global placement	62	0.517	0.122	6.70
after floorplan	11	0.369	0.102	-
==> cell families (layout without fill, tap and decap cells) <==
| logic type | Yosys count | after routing | share of synthesized area, % |
|---|---|---|---|
| simple gates | 3 | 3 | 12.4 |
| other cells | 0 | 1 | 0 |
| xor+xnor | 1 | 1 | 7.22 |
| buf+inv | 0 | 9 | 0 |
| compound gates | 2 | 2 | 12.4 |
| mux | 1 | 1 | 8.25 |
| flops | 3 | 3 | 49.5 |
| fa+ha+maj | 1 | 1 | 10.3 |
==> layer usage <==
layer  share of wire [%]  up-vias  wire (um)
met3                  29        0        101
met5                   0        -          0
li1                    -       57          -
met4                   0        0          0
met1                  31       45        110
met2                  40        5        140
==> area by class of cell <==
class | instances | area (sq um)
Multi-Input combinational cell | 8 | 61.3
Tap cell | 46 | 57.6
Antenna cell | 1 | 2.50
Timing Repair Buffer | 5 | 50.0
Sequential cell | 3 | 60.1
Fill cell | 411 | 3160
Clock buffer | 4 | 26.3
==> worst paths after layout <==
path	from	to	slack, ns	cells past startpoint
min	counter_out[2]	counter_out[2]	0.55	2
min reg2reg	counter_out[2]	counter_out[2]	0.55	2
max reg2reg	counter_out[0]	counter_out[1]	0.57	3
max	counter_out[0]	counter_out[0]	0.12	1
==> power groups by stage <==
stage / registers [mW] / logic (mW) / clock network (mW)
CTS: 0.0907 / 0.0318 / 0.151
global route: 0.0921 / 0.0347 / 0.152
finish: 0.0908 / 0.0314 / 0.140
==> placed cells by master, fill, tap and decap left out <==
master           count
clkdlybuf4s50_1      5
clkbuf_4             3
dfxtp_1              3
nor2_1               2
diode_2              1
mux2i_1              1
xnor2_1              1
a21bo_2              1
nand3b_1             1
a21oi_1              1
ha_1                 1
clkbuf_1             1
No activity file was given, so power comes from the tool's default toggle rates.
