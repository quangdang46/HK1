`flow/config.mk`:
```
export PLATFORM = sky130hd
export DESIGN_NAME = sixteenbitAdder
export DESIGN_NICKNAME = sixteenbitAdder
export VERILOG_FILES = /design/flow/design.v
export SDC_FILE = /design/flow/constraint.sdc
export NUM_CORES = 4
export LEC_CHECK = 1
export CORE_AREA = 10 10 73 73
export DIE_AREA = 0 0 83 83
```
`flow/constraint.sdc`:
```
current_design sixteenbitAdder

set clk_period 5.4
set clk_io_pct 0.2

create_clock -name clk0 -period $clk_period

set non_clock_inputs [all_inputs -no_clocks]
set_input_delay [expr $clk_period * $clk_io_pct] -clock clk0 $non_clock_inputs
set_output_delay [expr $clk_period * $clk_io_pct] -clock clk0 [all_outputs]
```
`flow/design.v`:
```
module adder(a,b,c,s,cout);
input a,b,c;
output s,cout;
xor #1
g1(w1,a,b),
g2(s,w1,c);
and #1
g3(w2,c,b),
g4(w3,c,a),
g5(w4,a,b);
or #1
g6(cout,w2,w3,w4);
endmodule
module sixteenbitAdder(x,y,s,cout,cin);
input [15:0] x,y;
output [15:0] s;
input cin;
output cout;
wire [15:0] c;
 adder f0 (x[0],y[0],cin,s[0],c[0]);
 adder f1 (x[1],y[1],c[0],s[1],c[1]);
 adder f2 (x[2],y[2],c[1],s[2],c[2]);
 adder f3 (x[3],y[3],c[2],s[3],c[3]);
 adder f4 (x[4],y[4],c[3],s[4],c[4]);
 adder f5 (x[5],y[5],c[4],s[5],c[5]);
 adder f6 (x[6],y[6],c[5],s[6],c[6]);
 adder f7 (x[7],y[7],c[6],s[7],c[7]);
 adder f8 (x[8],y[8],c[7],s[8],c[8]);
 adder f9 (x[9],y[9],c[8],s[9],c[9]);
 adder f10 (x[10],y[10],c[9],s[10],c[10]);
 adder f11 (x[11],y[11],c[10],s[11],c[11]);
 adder f12 (x[12],y[12],c[11],s[12],c[12]);
 adder f13 (x[13],y[13],c[12],s[13],c[13]);
 adder f14 (x[14],y[14],c[13],s[14],c[14]);
 adder f15 (x[15],y[15],c[14],s[15],cout);
endmodule
```
`flow/run.sh`:
```
#!/bin/bash
# OpenROAD 26Q1-2900-gdf79404cd8, Yosys 0.63+post, stock flow scripts
make -C /OpenROAD-flow-scripts/flow DESIGN_CONFIG=/design/flow/config.mk WORK_HOME=/design/flow/orfs finish
```
==> flow_summary.yaml <==
# physical design summary
status:
  status: "complete, but fails checks"
  violations_in_the_final_reports: "setup timing"
timing:
  finalWorstSetupSlack_ns: -2.57
  max_slew.worst_pin.slew_ns: 0.116
  slew_violations: 0
  finalCritPeriodShare_pct: 148
  setup_total_negative_slack_ns: -13.32
  hold_viol_final: 0
  timing.hold.ws_ns: 2.92
  peak_clock_frequency_supported_by_timing_ghz: 0.126
  period_minus_slack_ns: 7.97
  finalSetupViolCount: 9
  slew_headroom_pct: 92.3
  grt_setup_unrepaired: "yes"
flow_run:
  openroad.warnings: 35
  max_cap_viols: 0
worst_setup_path:
  crit_chain: "buf_6, inv_4, fa_2, inv_2, fa_2, fa_2, fa_2, fa_2, fa_2, fa_2, fa_2, fa_2, fa_2, fa_2, fa_2, fa_2, fa_2, fa_2, inv_2, fa_1, inv_1, buf_2"
  timing.setup.critical_path_class: "primary input to output pin"
  critical-path-slowest-cell: "sky130_fd_sc_hd__fa_1"
  cp-startpoint: "cin"
  crit_path_end_kind: "output pin"
  worst_ep_arrival_time_ns: 6.89
  slowest_delay_ns: 0.40
  worst-path-max-fanout: 1
  critical_path.startpoint_type: "primary input"
  crit_top_cell: "sky130_fd_sc_hd__fa_2"
  worstPathRequired_ns: 4.32
synthesis:
  post_synth_and_or_nand_nor_area_fraction_pct: 0
  postSynthAreaPerCell_sq_um: 11.4
  area_share_of_xor_xnor_cells_in_the_synthesized_design_pct: 0
  synth_compound_gate_area_share_pct: 0
  muxShareOfSynthArea_pct: 0
  post_synth_fa_ha_maj_area_fraction_pct: 67.0
  post_synth_inst_count: 42
  mappedNetlistArea_sq_um: 478
  yosys_area_sq_um: 478
  yosys.cell_types.count: 3
  ys_warn_count: 4
  yosys_cell_count: 42
  post_synth_main_logic_family: "adder cells"
  postSynthSeqShare_pct: 0
layout:
  fill_cells: 403
  sequential_cell_area_sq_um: 0
  clock_buffer_count: 0
  layout_top_cell: "sky130_fd_sc_hd__clkdlybuf4s50_1"
  flops: 0
  final_cell_area_sq_um: 933
  fin_util_pct: 24.9
  layout-area-overhead-vs-synth_pct: 95.3
  drive_gt1_share_pct: 42.1
  lay_top_cells: "34 x sky130_fd_sc_hd__clkdlybuf4s50_1, 15 x sky130_fd_sc_hd__fa_2, 9 x sky130_fd_sc_hd__buf_2"
floorplanning:
  core_density_at_floorplan_pct: 12.8
  die_outline_area_sq_mm: 0.00689
  ioPinCount: 50
  die-height_microns: 83
  std_cell_rows: 22
  die_width_microns: 83
  placeableCoreArea_sq_mm: 0.00374
min_path:
  hold_start: "x[15]"
  hold_path_class: "primary input to output pin"
grt:
  overflow: 0
  grt_pass1_wl_microns: 2730
  grt_max_degree: 2
  antenna_found_initial: 0
  grt_pass1_vias: 524
  globalRouteTotalUtil_pct: 4.86
power_and_ir_drop:
  intPower_mw: 0.0622
  ir_worst_vdd_mv: 0.0299
  swShare_pct: 31.8
  p_comb_share_pct: 100.0
  clockPowerShare_pct: 0
  switching_power_mw: 0.0290
  power-per-cell-area_mw_per_mm2: 97.7
  power.sequential.fraction_pct: 0
  cellLeakagePower_nw: 0.364
route:
  route.detailed.drc: 0
  detail_route.iter0.violations: 1
  routed_length_on_met2_microns: 537
  wl_per_cell_microns: 13.4
  total_vias_in_the_final_route: 402
  route.layer.met1.wl_microns: 810
  highest_layer: "met3"
  antenna_left: 0
  route.met3.wl_microns: 313
  firstDrtPassIters: 2
  n_antenna_cell: 0
  vias_per_cell: 3.24
  postRouteWirelength_microns: 1660
place:
  gp_routability_congestion: 0.866
  pre_cts_slack_ns: -3.48
  hpwl_microns: 1670
  placement.io_buffers: 50
  detailed_place.area_sq_um: 973
cts:
  count_of_hold_buffers_inserted_by_post_cts_repair: 0
  cts_setup_buffers: 0
## power by group through the flow
stage         logic (mW)  registers, mW  clock network [mW]
global route       0.105              0                   0
finish            0.0912              0                   0
CTS               0.0972              0                   0
## cell usage after synthesis
cell / instances / share of area (%)
sky130_fd_sc_hd__inv_1: 10 / 7.9
sky130_fd_sc_hd__fa_1: 16 / 67
sky130_fd_sc_hd__buf_4: 16 / 25
## layout make-up
cell class / count / area [sq um] / share of cell area [%]
multi-input combinational: 16 / 358 / 38.3
timing repair buffer: 50 / 458 / 49.1
inverter: 10 / 57.6 / 6.17
tap: 48 / 60.1 / 6.43
## stage by stage
stage          cells  power, mW
2_1_floorplan     42     0.0541
3_3_place_gp     124      0.110
3_5_place_dp     124      0.111
4_1_cts          124     0.0972
5_1_grt          124      0.105
6_report         124     0.0912
## final timing paths
| path | to | cells past startpoint |
|---|---|---|
| worst min-delay path | s[15] | 5 |
| worst max-delay path | s[15] | 22 |
## timing repair
action,CTS,global route
endpoints found under the setup margin,12,10
endpoints found under the hold margin,0,0
pin swaps,16,16
gates resized,49,1
## cell families (layout without fill, tap and decap cells)
kind of cell	after synthesis	after routing
buffers and inverters	26	60
adder cells (fa/ha/maj)	16	16
## worst max-delay path, delay by kind of cell
family / cells / cell delay, ns
adder cells (fa/ha/maj): 16 / 5.41
buffers and inverters: 6 / 0.39
## per-layer routing
metal / vias up / GRT usage (%)
met5: - / 0
met4: 0 / 0
met3: 0 / 3.15
met2: 50 / 6.35
met1: 184 / 6.91
li1: 168 / -
No activity file was given, so power comes from the tool's default toggle rates.
